$ cat design/flow/run.sh
#!/bin/bash
# OpenROAD 26Q1-2900-gdf79404cd8, Yosys 0.63+post, stock flow scripts
make -C /OpenROAD-flow-scripts/flow DESIGN_CONFIG=/design/flow/config.mk WORK_HOME=/design/flow/orfs finish
$ cat design/flow/constraint.sdc
current_design cache_bank_core

set clk_period 5.9
set clk_io_pct 0.2

create_clock -name clk0 -period $clk_period [get_ports {clk}]

set non_clock_inputs [all_inputs -no_clocks]
set_input_delay [expr $clk_period * $clk_io_pct] -clock clk0 $non_clock_inputs
set_output_delay [expr $clk_period * $clk_io_pct] -clock clk0 [all_outputs]
$ cat design/flow/config.mk
export PLATFORM = sky130hd
export DESIGN_NAME = cache_bank_core
export DESIGN_NICKNAME = cache_bank_core
export VERILOG_FILES = /design/flow/design.v
export SDC_FILE = /design/flow/constraint.sdc
export NUM_CORES = 4
export LEC_CHECK = 1
export CORE_UTILIZATION = 30
$ cat design/flow/design.v
module cache_bank #(parameter DATA_WIDTH = 32, parameter ADDR_WIDTH = 4)(
	input clk,	 
	input i_we,	 
	input logic [DATA_WIDTH - 1 : 0] i_wdata,			 
	input logic [ADDR_WIDTH - 1 : 0] i_waddr, i_raddr,	 
	output logic [DATA_WIDTH - 1 : 0] o_rdata			 
);
	logic [DATA_WIDTH - 1 : 0] new_data;
	logic [DATA_WIDTH - 1 : 0] old_data;
	logic new_data_flag;
	generate
		if (ADDR_WIDTH < 4) begin
			cache_bank_core #(DATA_WIDTH, ADDR_WIDTH)
				BANK_CORE (
					.clk, .i_we, .i_waddr, .i_raddr, .i_wdata,
					.o_rdata(old_data)
			);
		end else begin
			sram #(.DATA_WIDTH(DATA_WIDTH), .ADDR_WIDTH(ADDR_WIDTH)) BANK_CORE (
				.clk0(clk), .csb0(~i_we), .addr0(i_waddr), .din0(i_wdata),
				.clk1(clk), .csb1('0), .addr1(i_raddr), .dout1(old_data)
			);
		end
	endgenerate
	assign o_rdata = new_data_flag ? new_data : old_data;
	always_ff @(posedge clk)
	begin
		new_data <= i_wdata;
		new_data_flag <= i_we & (i_raddr == i_waddr);
	end
endmodule
module cache_bank_core #(parameter DATA_WIDTH = 32, parameter ADDR_WIDTH = 4)(
	input clk,	 
	input i_we,	 
	input logic [DATA_WIDTH - 1 : 0] i_wdata,			 
	input logic [ADDR_WIDTH - 1 : 0] i_waddr, i_raddr,	 
	output logic [DATA_WIDTH - 1 : 0] o_rdata			 
);
	localparam DEPTH = 1 << ADDR_WIDTH;
	logic [DATA_WIDTH - 1 : 0] data [DEPTH];
	always_ff @(posedge clk)
	begin
		o_rdata <= data[i_raddr];
		if (i_we)
			data[i_waddr] <= i_wdata;
	end
endmodule
==> Changelog: implementation <==
### Changed

- Status: completed
- Synthesized area: 19,850 µm²
- Initial DRT Pass Iterations: 4
- Critical path type: primary input to register
- Fin. Hold Viols: 0
- H-tree lvl count: 2
- Slew margin rel.: 51.44%
- Ys Warns: 1
- Cells after synthesis: 838
- # DRC: 0
- Avg Cell Area, Syn: 23.69 µm²
- Clock buffer depth: 3
- WP data arrival: 3070 ps
- Top non-seq family: multiplexers
- Peak supply drop: 0.1981 mV
- Clock tree root buffer cell: clkbuf_16
- Via density: 4.854
- Routability congestion estimate: 0.7356
- Asr flop ratio synth: 0%
- Slowest-stage cell, CP: clkdlybuf4s50_1
- Syn-to-layout area delta: 17.54%
- Num CTS Buffers: 51
- Vias in the first global route: 10.13k
- Tcrit/Tclk final: 48.64%
- Tool warnings: 25
- Clock sink count: 544
- Number of enable flip-flop cells: 512
- PostCTS Resize Cnt: 0
- Worst-Margin Slew: 728.4 ps
- Largest net degree at the start of global routing: 87
- Drt wl/cell: 22.85 µm
- Yosys cell count: 838
- Worst r2r path cells: 3
- GRT Overall Usage: 13.90%
- Pre-Place Util: 30.58%
- Setup TNS: 0 ps
- Top FF cell, synth: edfxtp_1
- Initial antenna violation count: 3
- Leak Pwr: 7.214 nW
- Detailed Place HPWL: 20.80 mm
- Core area: 64,930 µm²
- Clk latency late pin: 570 ps
- Final min period: 2870 ps
- Die W: 259.3 µm
- CTS Hold Buffers Added: 0
- Detailed Route WL: 42.04 mm
- WP buf/inv: 2
- First-pass GRT wire length: 63.72 mm
- Initial DRC count: 547
- I/O pin total: 74
- CP max stage delay: 640 ps
- Hold WS: 670.5 ps
- Delay-heaviest family, CP: buffers and inverters
- Adder Area Share: 0%
- Synth Area in Simple Gates: 1.273%
- Share of layout cells above drive strength 1: 24.39%
- Crit end category: register
- Max-slew violations: 0
- Crit-path max FO: 22
- # rows: 93
- Clock slew at reported path FFs: 60 ps
- Core Util, Final: 35.94%
- CTS tree: yes
- Hold Path Stages: 3
- Chip area: 67,210 µm²
- Synth Seq Share: 80.67%
- Ao+oa area frac: 2.420%
- Library cells used by synthesis: 18
- DIE HEIGHT: 259.3 µm
- Setup violations, final: 0
- Via count: 8,931
- Pwr Density: 335.7 nW/µm²
- Worst path depth: 4
- XOR/XNOR Area Share: 0%
- Yosys stat area: 19,850 µm²
- Postcts setup bufs: 0
- Grt ovf: 0
- Crit start category: primary input
- Max-Cap Viols: 0
- Cells along the critical path: clkdlybuf4s50_1 > nand2b_1 > nor2_4 > buf_4
- Yosys reg bits: 544
- Required @ worst endpoint: 6110 ps
- Min-Delay Path Class: register to register
- Fmax: 348.5 MHz
- Port Buffer Count: 73
- Final Skew: 20.82 ps
- ANT nets after route: 0
- RSZ-0062 raised after global routing: no
- Synth mux share: 14.52%
## placed cells by master, fill, tap and decap left out, drive strengths merged
| master | n |
|---|---|
| a22oi | 64 |
| and2 | 1 |
| buf | 24 |
| bufinv | 2 |
| clkbuf | 69 |
| clkdlybuf4s50 | 71 |
| clkinv | 23 |
| dfxtp | 32 |
| diode | 1 |
| edfxtp | 512 |
| mux4 | 128 |
| nand2 | 33 |
| nand2b | 2 |
| nand3 | 1 |
| nand3b | 2 |
| nor2 | 13 |
| nor2b | 2 |
| nor3 | 4 |
| or3b | 1 |
## final cells by class
class | instances | area, µm²
fill | 5897 | 41590
sequential | 544 | 16020
multi-input combinational | 251 | 3750
clock buffer | 68 | 1413
tap | 855 | 1070
timing repair buffer | 96 | 929.6
clock inverter | 25 | 156.4
antenna | 1 | 2.502
## metal layers
layer,wire length [µm],track usage [%],up-vias
met2,19000,19.78,640
met1,14790,16.97,4432
li1,-,-,3795
met3,7491,11.66,60
met4,734,2.059,4
met5,25,0,-
## cells by family after synthesis
group           after synthesis
buf+inv                      43
flops                       544
compound gates               64
mux                         128
simple gates                 59
## worst reg2reg max path: stages (launching register included)
cell      delay [ps]
edfxtp_1         350
mux4_2           490
a22oi_1          290
nand2_1           80
## where the power goes
part	switching [mW]	internal (mW)	total, mW
combinational	0.207	0.189	0.396
clock	1.33	1.76	3.09
sequential	0.0308	4.32	4.35
total	1.57	6.27	7.83
## through the flow
step           cells  setup WS, ps  area, µm²  power, mW
2_1_floorplan    838          1540      19850      4.620
3_3_place_gp    1746          2435      21760      4.836
3_5_place_dp    1746          2460      21760      4.842
4_1_cts         1839          3058      23330      7.921
5_1_grt         1839          2922      23330      8.097
6_report        1840          3030      23340      7.834
## Yosys cell counts (4+ instances only)
cell type	number	area (µm²)
buf_1	9	33.78
clkbuf_1	17	63.81
buf_2	4	20.02
mux4_2	128	2883
nor2_1	13	48.80
nor3_1	4	20.02
edfxtp_1	512	15370
nand2_1	33	123.9
a22oi_1	64	480.5
buf_4	11	82.58
dfxtp_1	32	640.6
## state kept, by name, summed over array words and instances (netlist names)
signal,cells
data,512
o_rdata,32
## worst paths after layout
check | start | endpoint | slack (ps)
setup / recovery | i_waddr[0] | data[13][9] | 3030
hold / removal | data[12][21] | o_rdata[21] | 670
setup reg to reg | data[11][17] | o_rdata[17] | 4550
hold reg to reg | data[12][21] | o_rdata[21] | 670
Power and IR drop assume default switching activity.
